[config.mk]
export PLATFORM = sky130hd
export DESIGN_NAME = multiply
export DESIGN_NICKNAME = multiply
export VERILOG_FILES = /design/flow/design.v
export SDC_FILE = /design/flow/constraint.sdc
export NUM_CORES = 4
export LEC_CHECK = 1
export CORE_AREA = 10 10 70 70
export DIE_AREA = 0 0 80 80
[constraint.sdc]
current_design multiply

set clk_period 5.9
set clk_io_pct 0.2

create_clock -name clk0 -period $clk_period

set non_clock_inputs [all_inputs -no_clocks]
set_input_delay [expr $clk_period * $clk_io_pct] -clock clk0 $non_clock_inputs
set_output_delay [expr $clk_period * $clk_io_pct] -clock clk0 [all_outputs]
[design.v]
`timescale 1ns / 1ps
module partial(input [3:0] input1,
input [2:0] seg,
output reg [7:0] output1 );
	always @(*) begin
	 case(seg) 
					3'b000:output1=$signed(1'b0);
					3'b001:output1=$signed(input1);
					3'b010:output1=$signed(input1);
					3'b011:
						begin
						output1=$signed(input1);
						output1=$signed(input1)<<<1;
						end
					3'b100:begin
						output1=$signed(input1);
						output1=$signed(~output1+1'b1);
						output1=$signed(output1)<<<1;
						end
					3'b101:begin
						output1=$signed(input1);
						output1=$signed(~output1+1'b1);
						end
					3'b110:begin
						output1=$signed(input1);
						output1=$signed(~output1+1'b1);
						end
					3'b111:output1=$signed(4'b0);	
		endcase
	end
endmodule
module multiply(input [3:0] a,
input [3:0] b,
output [7:0] c
    );
wire [7:0] temp [1:0];
partial p0(a,{b[1:0],1'b0},temp[0]);
partial p1(a,b[3:1],temp[1]);
assign c = $signed(temp[0])+$signed(temp[1]<<2);
endmodule
[run.sh]
#!/bin/bash
# OpenROAD 26Q1-2900-gdf79404cd8, Yosys 0.63+post, stock flow scripts
make -C /OpenROAD-flow-scripts/flow DESIGN_CONFIG=/design/flow/config.mk WORK_HOME=/design/flow/orfs finish
==> results.toml <==
# yosys + openroad results
[finish]
clkbuf_count = 0
fin_cells = 165
ff_count = 0
area_delta_synth_final_pct = 27.7
fillers = 403
seq_area_um2 = 0
final_area_um2 = 906
combGateArea_um2 = 633
layout-drive-gt1-share = 0.0756

[worst_hold_path]
worstHoldStart = "a[1]"
whs_path_depth = 4
hold-path-endpoint = "c[1]"
hold_path.class = "primary input to output port"

[flow_run]
warning_count = 32
drv_cap = 0

[critical_path]
max_stage_delay_ns = 0.58
crit_chain = "clkdlybuf4s50_1, nor3_4, inv_1, ha_1, nor2b_1, o21ai_0, nand2_1, ha_1, a21o_1, a21oi_1, o21ai_0, xnor2_1, clkdlybuf4s50_1"
cp.arrival_ns = 4.27
path_class = "primary input to output port"
cp-start-kind = "primary input"
path_max_fanout = 7
path_buffers = 3
crit_family = "buffers and inverters"
crit_required_ns = 4.72
slowest_stage = "clkdlybuf4s50_1"
cp-end-kind = "output port"

[timing]
max_slew_margin = 0.641
setup_violations = 0
tns_ns = 0
fin_crit_ns = 5.45
max_freq_mhz = 183
hold_viol = 0
fin_ws_ns = 0.447
worst_pin_slew_ns = 0.537
rsz0062_at_grt = "no"
fin_crit_sh = 0.924
whs_ns = 3.43
maxSlewViolCount = 0

[synthesis]
postSynthSeqShare = 0
avgSynthCellArea_um2 = 6.63
netlist_instances = 107
ys_chip_area_um2 = 709
top_area_cell = "ha_1"
synth_cell_type_count = 30
ys_cells = 107
synth.top_cell.area_share = 0.123
synth_warnings = 2
syn-cell-area_um2 = 709
area_leaders = "ha_1 12%, xnor2_1 7.4%, a21oi_1 7.1%, o21ai_0 7.1%, nor2_1 5.3%"

[floorplanning]
die_area_um2 = 6400
initial_core_util = 0.208
core_um2 = 3420
ios = 16
rows = 21
die_width_um = 80
die_y_um = 80

[power_and_ir_drop]
clockPowerShare = 0
sequentialPowerShare = 0
p_sw_frac = 0.426
p_per_area_nw_per_um2 = 105
ir_drop_uv = 22.8
p_int_uw = 54.4
p_leak_uw = 0.000371
power_switching_uw = 40.3
p_comb_frac = 1.000

[clocking]
post_cts_resize_count = 0
cts_hold_buf = 0
postCtsSetupRepairBufs = 0

[routing]
antennaDiodeCount = 0
drt_wl_total_um = 1700
antenna_left = 0
drtPass1Iterations = 4
drc = 0
vias = 743
drt_iter0_drc = 22
routed_via_density = 4.50
drt-wirelength-per-cell_um = 10.3

[placed_design]
hpwl_um = 1390
dp_cells = 165
placed_area_um2 = 906
portBuffers = 16
pre_cts_slack_ns = 0.403
place.gp.congestion = 0.810

[grt]
gr-total-overflow = 0
grt_first_pass_wirelength_um = 3070
grt_max_degree = 16
grt_pass1_vias = 693
grtUsageTotal = 0.0545
antenna_found_initial = 0

[status]
status = "complete, no violations"
## synthesized netlist by cell type
library cell,instances
nand2b_1,3
nor3_2,2
and4bb_1,1
fa_1,1
inv_1,9
nand3_1,2
nor2b_4,1
and2_1,1
nor4_2,2
a211oi_1,1
nand4bb_1,1
xnor2_1,6
o22ai_1,1
nor2_1,10
a21oi_1,10
inv_4,1
ha_1,7
buf_6,1
o211ai_1,3
nand3b_1,4
mux2i_1,2
nand2_1,9
a31oi_1,2
nor3b_1,1
o21ai_0,10
nor3_4,1
buf_2,5
nor2b_1,3
nor3_1,4
a21o_1,3
## how the worst max path moves through the flow
stage / startpoint / endpoint / slack [ns] / cells after the start
4_1_cts: a[2] / c[7] / 0.39 / 13
5_1_grt: a[2] / c[7] / 0.14 / 13
6_report: a[2] / c[7] / 0.45 / 13
## power groups by stage
stage / sequential, uW / combinational (uW) / clock, uW
finish: 0 / 94.8 / 0
global route: 0 / 108 / 0
CTS: 0 / 97.3 / 0
## metal layers
layer  global-route usage  routed length (um)
met5                    0                   0
met4                    0                   0
met3              0.00568                  43
met2               0.0987                 825
met1               0.0713                 835
## cells in the final DEF (no fill, tap or decap), drive strengths merged
master,count
nand2b,3
nand3,2
nand2,9
o21ai,10
and2,1
a211oi,1
and4bb,1
nor4,2
nor3b,1
o22ai,1
a21o,3
clkdlybuf4s50,16
xnor2,6
nor2b,4
mux2i,2
fa,1
nor2,10
nand3b,4
inv,10
buf,2
a31oi,2
nor3,7
a21oi,10
o211ai,3
ha,7
nand4bb,1
## stage by stage
step | util | power, uW
floorplan | - | 52.9
global placement | 0.265 | 96.7
detailed placement | 0.265 | 97.1
CTS | 0.265 | 97.3
global route | 0.265 | 108
finish | 0.265 | 94.8
## logic make-up (layout without fill, tap and decap cells)
group	count (synthesis)	in the layout	share of synthesized area
AND-OR/OR-AND	30	30	0.242
XOR/XNOR	6	6	0.0741
adder cells (fa/ha/maj)	8	8	0.152
buffers and inverters	16	28	0.108
multiplexers	2	2	0.0282
AND/OR/NAND/NOR	45	45	0.397
## area by class of cell
type	count	area share
multi-input cells	91	0.699
repair buffers	18	0.193
well taps	46	0.0635
inverters	10	0.0442
Power is estimated from default activity; no workload was simulated.
