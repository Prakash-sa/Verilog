<file path="./constraint.sdc">
current_design alu_1

set clk_period 3.3
set clk_io_pct 0.2

create_clock -name clk0 -period $clk_period

set non_clock_inputs [all_inputs -no_clocks]
set_input_delay [expr $clk_period * $clk_io_pct] -clock clk0 $non_clock_inputs
set_output_delay [expr $clk_period * $clk_io_pct] -clock clk0 [all_outputs]
</file>
<file path="./config.mk">
export PLATFORM = sky130hd
export DESIGN_NAME = alu_1
export DESIGN_NICKNAME = alu_1
export VERILOG_FILES = /design/flow/design.v
export SDC_FILE = /design/flow/constraint.sdc
export NUM_CORES = 4
export LEC_CHECK = 1
export CORE_AREA = 10 10 70 70
export DIE_AREA = 0 0 80 80
</file>
<file path="./design.v">
`timescale 1ns / 1ps
module alu_1(
    input [1:0] func,
    input [3:0] a,
    input [3:0] b,
    output reg [3:0] c
    );
	integer i;
	always @(func or a or b) 
	begin
		case(func)
			2'b00 : 
					begin
						for(i=3;i>=0;i=i-1) begin
							c[i] = a[i]&b[i];
						end
					end
			2'b01 : c = a | b;
			2'b10 : c = a - b;
			default : c = a+b;
		endcase
	end
endmodule
</file>
<file path="./run.sh">
#!/bin/bash
# OpenROAD 26Q1-2900-gdf79404cd8, Yosys 0.63+post, stock flow scripts
make -C /OpenROAD-flow-scripts/flow DESIGN_CONFIG=/design/flow/config.mk WORK_HOME=/design/flow/orfs finish
</file>
==> impl_metrics.yaml <==
# implementation run metrics
min_path:
  hp-start: "func[1]"
  hp-class: "input port to primary output"
  hold_depth: 3
final_timing:
  fin_crit_sh_pct: 95.2
  hold_viol: 0
  whs_ns: 2.17
  report.final.slew_viol_count: 0
  rsz0062_at_grt: "false"
  relSlewSlack_pct: 75.7
  worst_slew_pin_slew_ns: 0.360
  setup_violations: 0
  clock.fmax_mhz: 318
  min_period_ns: 3.14
layout:
  flop_area_sq_um: 0
  combGateArea_sq_um: 328
  final_util_pct: 18.6
  nClkBuffers: 0
  nFillCells: 403
  ff_count: 0
  area_delta_synth_final_pct: 67.9
  drive_gt1_share_pct: 13.5
  final_area_sq_um: 634
setup_path:
  cp_num_cells: 9
  cp-start-kind: "input port"
  cp_max_fo: 3
  worstPathRequired_ns: 2.64
  cp-end-kind: "primary output"
  startpoint: "b[0]"
  arrival_ns: 2.48
  max_stage_delay_ns: 0.51
  critical_path_buf_inv_count: 3
  cp_slowest_cell: "clkdlybuf4s50_1"
  path_class: "input port to primary output"
  cp_top_family: "buffers and inverters"
  path_cells: "clkdlybuf4s50_1, ha_2, inv_1, fa_1, mux2i_1, xor2_1, nand2_1, o21ai_0, dlygate4sd2_1"
placement:
  hpwl_um: 868
  port_buffers: 14
  place_area_sq_um: 632
  place_congestion: 0.745
run_status:
  status: "complete, no violations"
floorplan:
  rows: 21
  core_region_area_sq_um: 3420
  fp.dieW_um: 80
  dieHeight_um: 80
  die-area_sq_um: 6400
  initial_core_util_pct: 11.1
  pin_count: 14
drt:
  vias_per_cell: 3.18
  routed_wirelength_um: 912
  vias: 381
  drt_first_pass_iters: 2
  drtIter0Drc: 3
  drt-wirelength-per-cell_um: 7.60
  ant_nets: 0
  diodes: 0
  drc_errors: 0
clocking:
  cts_hold_buf: 0
  post_cts_buffers: 0
synth:
  yosysWarningCount: 1
  seq_area_frac_synth_pct: 0
  ys_cells: 53
  top_area_cell: "ha_1"
  ys_area_sq_um: 378
  syn_inst: 53
  avgSynthCellArea_sq_um: 7.13
  common_cells: "ha_1 (11), inv_1 (11), nand2_1 (8)"
  netlist_area_sq_um: 378
  yosysTopAreaCellShare_pct: 36.4
  synthTopCellsByArea: "ha_1 (36%), inv_1 (11%), fa_1 (11%)"
  synthDistinctLibCells: 16
grt:
  grt_pass1_wl_um: 1580
  grt_pass1_vias: 393
  grt_antenna_before_repair: 0
  overflow: 0
  grt_max_degree: 10
  grt_usage_pct: 2.89
power_and_ir_drop:
  peakVddDrop_mv: 0.0267
  p_per_area_nw_per_um2: 109
  p_leak_nw: 0.313
flow_run:
  max_cap_viol_count: 0
  warning_count: 39
-- cell usage in the layout (no fill, tap or decap), drive strengths merged --
cell type,synthesis,final
o31ai,1,1
nor2,3,3
a22o,1,1
mux2i,1,1
o31a,1,1
fa,2,2
ha,11,11
buf,1,9
inv,11,11
o21ai,6,6
dlymetal6s2s,0,1
nor4,2,2
dlygate4sd2,0,2
o211ai,2,2
clkdlybuf4s50,0,11
xor2,1,1
a21oi,1,1
nand2,8,8
-- layout make-up --
cell class                 instances  share of cell area, %
multi-input combinational         40                   51.7
timing repair buffer              23                   32.7
tap                               46                   9.07
inverter                          11                   6.51
-- through the flow --
stage / instances / setup WS (ns) / total power [mW] / TNS, ns
global placement: 120 / -0.149 / 0.0720 / -0.267
detailed placement: 120 / -0.157 / 0.0739 / -0.273
floorplan: 53 / 0.997 / 0.0323 / 0
finish: 120 / 0.159 / 0.0693 / 0
CTS: 120 / 0.0220 / 0.0717 / 0
global route: 120 / 0.0142 / 0.0798 / 0
-- layer usage --
metal  vias to the layer above  track usage, %  wire length, um
met4                         0               0                0
met5                         -               0                0
met1                       161            3.25              416
li1                        214               -                -
met2                         6            5.70              454
met3                         0           0.568               41
-- what timing repair did --
| item | 4_1_cts | 5_1_grt |
|---|---|---|
| resized | 3 | 1 |
| endpoints found under the setup margin | 2 | 1 |
| pin swaps | 0 | 0 |
-- cell families after synthesis --
| group | Yosys count | synth area share (%) |
|---|---|---|
| AND-OR/OR-AND | 12 | 19.9 |
| XOR/XNOR | 1 | 2.32 |
| adder cells (fa/ha/maj) | 13 | 47.0 |
| buffers and inverters | 13 | 13.9 |
| multiplexers | 1 | 2.65 |
| AND/OR/NAND/NOR | 13 | 14.2 |
-- worst paths after layout --
kind,to,slack [ns]
setup / recovery,c[2],0.16
hold / removal,c[1],2.17
-- power by group --
group          switching [mW]  internal, mW
registers                   0             0
logic                  0.0283        0.0410
clock network               0             0
total                  0.0283        0.0410
Power is estimated from default activity; no workload was simulated.
