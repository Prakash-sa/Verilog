## design/flow/config.mk

```make
export PLATFORM = sky130hd
export DESIGN_NAME = boothmulitplier
export DESIGN_NICKNAME = boothmulitplier
export VERILOG_FILES = /design/flow/design.v
export SDC_FILE = /design/flow/constraint.sdc
export NUM_CORES = 4
export LEC_CHECK = 1
export CORE_AREA = 10 10 70 70
export DIE_AREA = 0 0 80 80
```

## design/flow/constraint.sdc

```tcl
current_design boothmulitplier

set clk_period 6.8
set clk_io_pct 0.2

create_clock -name clk0 -period $clk_period

set non_clock_inputs [all_inputs -no_clocks]
set_input_delay [expr $clk_period * $clk_io_pct] -clock clk0 $non_clock_inputs
set_output_delay [expr $clk_period * $clk_io_pct] -clock clk0 [all_outputs]
```

## design/flow/design.v

```verilog
module partialproduct(input1,segment,output1);
	input [3:0] input1;
	input [2:0] segment;
	output reg [7:0] output1;
		always @(*) begin
			case (segment)
				3'b000:output1=$unsigned(1'b0);
				3'b001:output1=$unsigned(input1);
				3'b010:output1=$unsigned(input1);
				3'b011:
					begin
					output1=$unsigned(input1);
					output1=$unsigned(input1)<<<1;
					end
				3'b100:begin
					output1=$unsigned(input1);
					output1=$unsigned(~output1+1'b1);
					output1=$unsigned(output1)<<<1;
					end
				3'b101:begin
					output1=$unsigned(input1);
					output1=$unsigned(~output1+1'b1);
					end
				3'b110:begin
					output1=$unsigned(input1);
					output1=$unsigned(~output1+1'b1);
					end
				3'b111:output1=$unsigned(4'b0);	
			endcase
		end
endmodule
module boothmulitplier(a,b,c);
	input [3:0] a;
	input [3:0] b;
	output [7:0] c;
	wire [7:0] temp [1:0];
	partialproduct p0(a,{b[1:0],1'b0},temp[0]);
	partialproduct p1(a,b[3:1],temp[1]);
	assign c = $unsigned(temp[0])+$unsigned(temp[1]<<<2);
endmodule
```

## design/flow/run.sh

```bash
#!/bin/bash
# OpenROAD 26Q1-2900-gdf79404cd8, Yosys 0.63+post, stock flow scripts
make -C /OpenROAD-flow-scripts/flow DESIGN_CONFIG=/design/flow/config.mk WORK_HOME=/design/flow/orfs finish
```

==> flow_summary.yaml <==
# flow metrics
power_and_ir_drop:
  internal-power_mw: 0.0441
  p_total_mw: 0.0756
  clkPwrFrac_pct: 0
  powerDensity_nw_per_um2: 94.5
  peakVddDrop_mv: 0.0424
  p_sw_share_pct: 41.7
  pwr-share-comb_pct: 100.0
  p_switching_mw: 0.0315
  p_seq_share_pct: 0
  p_leak_nw: 0.331
drt:
  vias: 643
  drt_iter0_markers: 59
  ant_nets: 0
  avgRoutedWirePerCell_um: 11.5
  dr.pass1.iters: 4
  num_antenna_cells: 0
  routed_wl_um: 1640
  routed_via_density: 4.50
  drc: 0
worst_setup_path:
  worstPathMaxFanout: 9
  critical_path_arrival_ps: 4610
  required_ps: 5440
  critPathLaunch: "a[2]"
  cp-start-kind: "input port"
  critPathCaptureType: "output port"
  path_class: "input port to output port"
global_route:
  overflow: 0
  grt_pass1_wl_um: 2880
  grt_max_degree: 17
  track_usage_pct: 5.25
  antenna_found_initial: 0
  grt_pass1_vias: 624
placement:
  io_buffers: 16
  gp_congestion: 0.834
  dp_hpwl_um: 1330
layout:
  clkbuf_count: 0
  layout_top_cell: "clkdlybuf4s50_1"
  layout_top_cells: "clkdlybuf4s50_1 (16), nor2_1 (8), a21oi_1 (8), nand2_1 (7), ha_1 (7)"
  drive_gt1_share_pct: 3.09
  seq_area_um2: 0
  area_growth_pct: 31.5
  flop-count: 0
floorplan:
  fp_util_pct: 17.8
  num_io_pins: 16
  die.size.y_um: 80
  die_w_um: 80
  rows: 21
  dieArea_um2: 6400
  coreArea_um2: 3420
final_timing:
  relSlewSlack_pct: 64.6
  hold_violations: 0
  tightest_slew_ps: 530
  max_freq_mhz: 168
  period_used_pct: 87.8
  final.setup.tns_ps: 0
  rsz0062_at_grt: "no"
  slew_viol_final: 0
  min_period_ps: 5970
  setup_viol: 0
synth:
  yosys_cells: 85
  yosysSeqAreaShare_pct: 0
  synth.cell_area_um2: 608
  synth_cells: 85
  ys_sh_xor_pct: 11.1
  ys_types: 34
  ys_chip_area_um2: 608
  ys_sh_simple_pct: 30.9
  aoi_share_pct: 25.7
  synthAdderAreaFrac_pct: 17.7
  ys_warn_count: 2
  top_logic_kind: "simple AND/OR/NAND/NOR gates"
  ys_sh_mux_pct: 6.58
  avgSynthCellArea_um2: 7.15
flow_run:
  drv_cap: 0
  warnings: 32
clocking:
  cts_hold_buf: 0
  cts_resized: 0
  cts_setup_buffers: 0
worst_hold_path:
  min-delay-start: "a[0]"
  hold_path_class: "input port to output port"
run_status:
  outcome: "finished, final reports clean"
## metal layers
layer | track usage (%) | part of all wire (%)
met1 | 8.15 | 53
met2 | 7.46 | 40
met3 | 1.25 | 6.4
met4 | 0 | 0
met5 | 0 | 0
## logic make-up after synthesis
family / after synthesis
simple gates: 31
xor+xnor: 6
fa+ha+maj: 8
buf+inv: 10
mux: 4
compound gates: 26
## worst max-delay path, cell delays in order
cell and delay, ps:
clkdlybuf4s50_1 710, nor3_1 100, ha_1 330, inv_1 80
o21ai_0 140, a31oi_1 110, a211oi_1 340, ha_1 340
nand4_1 100, and4b_1 180, xor3_1 400, clkdlybuf4s50_1 420
## area by class of cell
class	count	area (µm²)
fillers	386	2620
inverters	6	22.5
multi-input cells	75	559
well taps	46	57.6
repair buffers	16	160
## path summary, 6_finish.rpt
kind	to	slack [ps]	cells past startpoint
max	c[7]	830	12
min	c[0]	3830	4
## cell usage after synthesis (2+ instances only)
library cell	n	area, µm²
nand2_1	7	26.3
a21o_1	2	15.0
buf_2	3	15.0
xor2_1	2	17.5
nor3b_1	2	15.0
xnor2_1	3	26.3
nor3_1	4	20.0
mux2i_1	4	40.0
o21ai_0	6	30.0
nor2_1	8	30.0
inv_1	5	18.8
ha_1	7	87.6
o22ai_1	3	18.8
a211oi_1	2	15.0
a21oi_1	8	40.0
## power groups by stage
stage,Combinational (mW),Sequential [mW],Clock (mW)
6_report,0.0756,0,0
4_1_cts,0.0773,0,0
5_1_grt,0.0857,0,0
## per-stage QoR
| step | util, % | setup WS [ps] | cells | hold WS, ps | cell area [µm²] |
|---|---|---|---|---|---|
| after CTS | 23.4 | 821 | 143 | 3850 | 800 |
| final | 23.4 | 831 | 143 | 3830 | 800 |
| after global routing | 23.4 | 570 | 143 | 3890 | 800 |
| after floorplan | - | 2210 | 85 | 2820 | 608 |
| after global placement | 23.4 | 843 | 143 | 3850 | 800 |
| after detailed placement | 23.4 | 826 | 143 | 3840 | 800 |
No activity file was given, so power comes from the tool's default toggle rates.
